## ./design.v

```verilog
module MEM(
    input CLK,
    input RESET,
    input [31:0] Instr1_IN,
    input [31:0] Instr1_PC_IN,
    input Request_Alt_PC,
    input[31:0] Alt_PC,
    input [31:0] ALU_result1_IN,
    input [4:0] WriteRegister1_IN,
    input [31:0] MemWriteData1_IN,
    input RegWrite1_IN,
    input [5:0] ALU_Control1_IN,
    input MemRead1_IN,
    input MemWrite1_IN,
    output reg [4:0] WriteRegister1_OUT,
    output reg RegWrite1_OUT,
    output reg [31:0] WriteData1_OUT,
    output reg [31:0] data_write_2DM,
    output [31:0] data_address_2DM,
    output  [31:0] Alt_PC1,
    output  Request_Alt_PC1,
	 output reg [1:0] data_write_size_2DM,
    input [31:0] data_read_fDM,
	 output MemRead_2DM,
	 output MemWrite_2DM
    ,
    output [31:0] WriteData1_async
    );
          reg [31:0]  Alt_PC2;
          reg Request_Alt_PC2;
	 wire [31:0] MemoryData1;	 
	 wire [31:0] MemoryData;
	 reg [31:0]	 data_read_aligned;
     wire [31:0] MemReadAddress;
     reg [31:0] MemWriteAddress;
	 wire MemWrite;
	 wire MemRead;
	 wire [31:0] ALU_result;
	 wire [5:0] ALU_Control;
    assign MemWrite = MemWrite1_IN;
    assign MemRead = MemRead1_IN;
    assign ALU_result = ALU_result1_IN;
    assign ALU_Control = ALU_Control1_IN;
    assign MemoryData = MemoryData1;
	 assign MemReadAddress = {ALU_result[31:2],2'b00};
	 assign data_address_2DM = MemWrite?MemWriteAddress:MemReadAddress;	 
	 assign MemRead_2DM = MemRead;
    assign MemWrite_2DM = MemWrite;
     reg [31:0]WriteData1;
	 wire comment1;
	 assign comment1 = 1;
always @(data_read_fDM) begin
	data_read_aligned = MemoryData;
	MemWriteAddress = ALU_result;
	case(ALU_Control)
		6'b101101: begin
            case (ALU_result[1:0])
			0: data_read_aligned = data_read_fDM;		 
            1:  data_read_aligned[31:8] = data_read_fDM[23:0];	 
            2:  data_read_aligned[31:16] = data_read_fDM[15:0];  
            3:  data_read_aligned[31:24] = data_read_fDM[7:0];	 
			endcase
			data_write_size_2DM = 0;
		end
		6'b101110: begin
			case (ALU_result[1:0])
            0:  data_read_aligned[7:0] = data_read_fDM[31:24];	 
            1:  data_read_aligned[15:0] = data_read_fDM[31:16];  
            2:  data_read_aligned[23:0] = data_read_fDM[31:8];	 
				3: data_read_aligned = data_read_fDM;		 
			endcase
			data_write_size_2DM = 0;
		end
		6'b100001: begin
			case (ALU_result[1:0])
				0: data_read_aligned={{24{data_read_fDM[31]}},data_read_fDM[31:24]};
				1: data_read_aligned={{24{data_read_fDM[23]}},data_read_fDM[23:16]};
				2: data_read_aligned={{24{data_read_fDM[15]}},data_read_fDM[15:8]};
				3: data_read_aligned={{24{data_read_fDM[7]}},data_read_fDM[7:0]};
			endcase
			data_write_size_2DM = 0;
		end
		6'b101011: begin
			case( ALU_result[1:0] )
				0:data_read_aligned={{16{data_read_fDM[31]}},data_read_fDM[31:16]};
				2:data_read_aligned={{16{data_read_fDM[15]}},data_read_fDM[15:0]};
			endcase
			data_write_size_2DM=0;
		end
		6'b101010: begin
			case (ALU_result[1:0])
				0: data_read_aligned={{24{1'b0}},data_read_fDM[31:24]};
				1: data_read_aligned={{24{1'b0}},data_read_fDM[23:16]};
				2: data_read_aligned={{24{1'b0}},data_read_fDM[15:8]};
				3: data_read_aligned={{24{1'b0}},data_read_fDM[7:0]};
			endcase
			data_write_size_2DM = 0;
		end
		6'b101100: begin
			case( ALU_result[1:0] )
				0:data_read_aligned={{16{1'b0}},data_read_fDM[31:16]};
				2:data_read_aligned={{16{1'b0}},data_read_fDM[15:0]};
			endcase
			data_write_size_2DM=0;
		end
		6'b111101, 6'b101000, 6'd0, 6'b110101: begin	 
			data_read_aligned = data_read_fDM;
			data_write_size_2DM=0;
		end
		6'b101111: begin	 
			data_write_size_2DM=1;
			data_write_2DM[7:0] = MemoryData[7:0];
		end
		6'b110000: begin	 
			data_write_size_2DM=2;
			data_write_2DM[15:0] = MemoryData[15:0];
		end
		6'b110001, 6'b110110: begin	 
			data_write_size_2DM=0;
			data_write_2DM = MemoryData;
		end
		6'b110010: begin	 
			MemWriteAddress = ALU_result;
			case( ALU_result[1:0] )
				0: begin data_write_2DM = MemoryData; data_write_size_2DM=0; end
				1: begin data_write_2DM[23:0] = MemoryData[31:8]; data_write_size_2DM=3; end
				2: begin data_write_2DM[15:0] = MemoryData[31:16]; data_write_size_2DM=2; end
				3: begin data_write_2DM[7:0] = MemoryData[31:24]; data_write_size_2DM=1; end
			endcase
		end
		6'b110011: begin	 
			MemWriteAddress = MemReadAddress;
			case( ALU_result[1:0] )
				0: begin data_write_2DM[7:0] = MemoryData[7:0]; data_write_size_2DM=1; end
				1: begin data_write_2DM[15:0] = MemoryData[15:0]; data_write_size_2DM=2; end
				2: begin data_write_2DM[23:0] = MemoryData[23:0]; data_write_size_2DM=3; end
				3: begin data_write_2DM = MemoryData; data_write_size_2DM=0; end
			endcase
		end
		default: begin
			data_read_aligned = data_read_fDM;
			data_write_size_2DM=0;
		end
	endcase
    WriteData1 = MemRead1_IN?data_read_aligned:ALU_result1_IN;
end
RegValue1 MemoryDataValue(
    .ReadRegister1(WriteRegister1_IN),
    .RegisterData1(MemWriteData1_IN),
    .WriteRegister1stPri1(WriteRegister1_OUT),
    .WriteData1stPri1(WriteData1_OUT),
    .Valid1stPri1(RegWrite1_OUT),
    .Output1(MemoryData1),
    .comment(1'b0)
    );
	 assign WriteData1_async = WriteData1;
	 reg [31:0] Instr1_OUT;
	 reg [31:0] Instr1_PC_OUT;
always @(posedge CLK or negedge RESET) begin
	if(!RESET) begin
		Instr1_OUT <= 0;
		Instr1_PC_OUT <= 0;
		WriteRegister1_OUT <= 0;
		RegWrite1_OUT <= 0;
		WriteData1_OUT <= 0;
                Request_Alt_PC2 <= 1'b0;
                Alt_PC2 <= 32'b0;
                Request_Alt_PC1 <=1'b0;
                Alt_PC1 <=32'b0;
	end else if(CLK) begin
			Instr1_OUT <= Instr1_IN;
			Instr1_PC_OUT <= Instr1_PC_IN;
			WriteRegister1_OUT <= WriteRegister1_IN;
			RegWrite1_OUT <= RegWrite1_IN;
			WriteData1_OUT <= WriteData1;
			if(comment1) begin
			end
	end
end
endmodule
module RegValue1 #(
    parameter NAME = "RV1"
    ) (
    input [4:0] ReadRegister1,
    input [31:0] RegisterData1,
    input [4:0] WriteRegister1stPri1,
    input [31:0] WriteData1stPri1,
    input        Valid1stPri1,
    output [31:0] Output1,
	 input comment
    );
    wire [4:0]  InterimRegister1;
    wire [31:0] InterimData1;
    wire        InterimValid1;
    assign InterimRegister1 = WriteRegister1stPri1;
    assign InterimData1 = WriteData1stPri1;
    assign InterimValid1 = Valid1stPri1;
    assign Output1 = ((ReadRegister1 == InterimRegister1) && InterimValid1)?InterimData1:RegisterData1;
always @(ReadRegister1 or RegisterData1 or WriteRegister1stPri1 or WriteData1stPri1 or Valid1stPri1)  begin
    if(comment) begin
    end
end
endmodule
```

## ./run.sh

```bash
#!/bin/bash
# OpenROAD 26Q1-2900-gdf79404cd8, Yosys 0.63+post, stock flow scripts
make -C /OpenROAD-flow-scripts/flow DESIGN_CONFIG=/design/flow/config.mk WORK_HOME=/design/flow/orfs finish
```

## ./config.mk

```make
export PLATFORM = sky130hd
export DESIGN_NAME = MEM
export DESIGN_NICKNAME = MEM
export VERILOG_FILES = /design/flow/design.v
export SDC_FILE = /design/flow/constraint.sdc
export NUM_CORES = 4
export LEC_CHECK = 1
export CORE_AREA = 10 10 198 198
export DIE_AREA = 0 0 208 208
```

## ./constraint.sdc

```tcl
current_design MEM

set clk_period 8.5
set clk_io_pct 0.2

create_clock -name clk0 -period $clk_period [get_ports {CLK}]

set non_clock_inputs [all_inputs -no_clocks]
set_input_delay [expr $clk_period * $clk_io_pct] -clock clk0 $non_clock_inputs
set_output_delay [expr $clk_period * $clk_io_pct] -clock clk0 [all_outputs]
```

==> results.json <==
{
  "hold_path_startpoint": "WriteData1_OUT[22]",
  "syn_area_per_cell_um2": 7.52,
  "required_ns": 6.80,
  "setup_tns_ns": 0,
  "post-route-drc-count": 0,
  "worst_pin_slew_ns": 0.952,
  "cts_max_level": 2,
  "synthTopCellsByCount": "81 x nor2_1, 65 x buf_4, 60 x nand2_1, 58 x o21ai_0, 49 x clkbuf_1",
  "min_path_type": "reg -> reg",
  "unconstrained_endpoints": 64,
  "syn-cell-area_um2": 6300,
  "ir_drop_mv": 0.0689,
  "vias": 7524,
  "synthCells": 837,
  "grt_pass1_wl_um": 53200,
  "area_growth_pct": 43.4,
  "synth.top_cell.area_share_pct": 15.1,
  "maxCapViolCount": 0,
  "start_kind": "input pin",
  "routabilityCongestion": 0.960,
  "fp_util_pct": 18.1,
  "pwr-share-clk_pct": 29.8,
  "overflow": 0,
  "ys_ff": 70,
  "fin_hold_ws_ns": 0.870,
  "drive_gt1_share_pct": 7.27,
  "area_leaders": "dfrtp_1 15%, buf_4 7.7%, dlxtn_1 7.6%",
  "dp_hpwl_um": 29900,
  "timing.rr.start": "WriteRegister1_OUT[2]",
  "wl_met1_um": 16300,
  "intPower_uw": 584,
  "async_reset_ff_share_pct": 54.3,
  "clkSlewWorstSetupHoldPaths_ns": 0.07,
  "rows": 68,
  "setup_viol": 0,
  "ys.warnings.count": 4,
  "routed_wirelength_um": 37400,
  "arrival_ns": 5.81,
  "wl_met3_um": 4060,
  "track_usage_pct": 16.3,
  "rsz0062_at_grt": "false",
  "fin_skew_ns": 0.00588,
  "max_freq_mhz": 133,
  "unclocked_regs": 32,
  "tool_warnings": 126,
  "ys_area_um2": 6300,
  "routed.top_layer": "met5",
  "firstDrtPassIters": 8,
  "hold_viol": 0,
  "clock_path_buffers": 2,
  "numPortBuffers": 249,
  "antenna_found_initial": 9,
  "chipArea_um2": 43300,
  "worst_setup_path_end_kind": "primary output",
  "min_period_over_period_pct": 88.4,
  "cts-buffers-inserted": 5,
  "first_global_vias": 7363,
  "hold_path_depth": 3,
  "status": "finished clean",
  "power_uw": 904,
  "cts_setup_buffers": 0,
  "cts_tree": "built",
  "cts_resized": 0,
  "ff2ff_setup_slack_ns": 5.43,
  "grt_start_max_net_pins": 58,
  "drt_iter0_drc": 762,
  "viasPerCell": 5.15,
  "clock_latency_ns": 0.31,
  "slew_headroom_pct": 36.1,
  "yosysUniqueCellTypes": 75,
  "n_fill_cell": 3777,
  "cts_hold_buffers": 0,
  "edf_count": 0,
  "cp-startpoint": "ALU_result1_IN[0]",
  "cp_max_fo": 18,
  "p_leak_nw": 3.29,
  "ant_nets": 0,
  "post-synth-top-area-cell": "dfrtp_1",
  "p_switching_uw": 321,
  "wl_met2_um": 15900,
  "p_seq_share_pct": 25.8,
  "core_um2": 34700,
  "fin_crit_ns": 7.51,
  "crit_type": "in -> out",
  "top_cell": "nor2_1",
  "power.density_nw_per_um2": 100,
  "sw_frac_of_total_pct": 35.5,
  "final_max_slew_viol_count": 0,
  "yosys_most_used_dff": "dfrtp_1",
  "die_w_um": 208,
  "reg2reg_depth": 6,
  "fp.dieH_um": 208,
  "wl_per_cell_um": 25.6,
  "p_comb_share_pct": 44.4,
  "io-pin-count": 380,
  "cts-root-buf": "clkbuf_16",
  "synth-cells-yosys": 837
}
==> final timing paths <==
path,end
worst max register to register,WriteData1_OUT[26]
worst min-delay path,WriteData1_OUT[22]
worst max-delay path,WriteData1_async[3]
worst min register to register,WriteData1_OUT[22]
min in group asynchronous,WriteData1_OUT[10]
max in group asynchronous,WriteData1_OUT[7]
==> flip-flops by register name, summed over array words and instances, names as in the netlist <==
name	flops
RegWrite1_OUT	1
WriteData1_OUT	32
WriteRegister1_OUT	5
data_write_2DM	32
==> cell families (layout without fill, tap and decap cells) <==
kind of cell | Yosys count | after routing | share of synthesized area [%]
adders and majority gates | 5 | 5 | 0.993
DFF | 38 | 38 | 15.1
other | 1 | 36 | 0.0595
muxes | 11 | 11 | 1.93
buffers and inverters | 153 | 288 | 13.6
and+or+nand+nor | 281 | 281 | 23.0
latches | 32 | 32 | 7.63
xor gates and xnor gates | 5 | 5 | 0.695
AOI/OAI and AO/OA | 311 | 311 | 37.1
==> worst max-delay path, stage by stage <==
cell	delay (ns)
clkdlybuf4s50_1	0.64
inv_1	0.11
ha_2	0.32
clkinv_1	0.07
buf_4	0.27
nand3_1	0.44
o211ai_1	0.57
o21ai_0	0.35
a221oi_1	0.71
clkdlybuf4s50_1	0.60
==> final cells by class <==
cell class | instances | area (um^2) | share of cell area, %
multi-input combinational | 646 | 4140 | 45.8
timing repair buffer | 270 | 2650 | 29.4
sequential | 70 | 1430 | 15.8
tap | 455 | 569 | 6.30
clock buffer | 5 | 125 | 1.39
clock inverter | 3 | 68.8 | 0.762
inverter | 10 | 37.5 | 0.416
antenna | 3 | 7.51 | 0.0831
==> cells in the final DEF (no fill, tap or decap), types with 5 or more instances in the layout <==
cell             instances
a41oi_1                  5
buf_4                   20
xnor2_1                  5
nor3_1                  30
clkbuf_16                5
and3_1                  35
o21ai_0                 58
or2_2                    9
a22oi_1                  9
a221oi_1                16
and2_1                   5
or2_1                    5
dfrtp_1                 38
inv_1                    9
a211oi_1                10
clkdlybuf4s50_1        247
o32ai_1                 10
a22o_1                  16
o211ai_1                 5
nand2_1                 60
a221oi_2                 6
a221o_1                  8
o311ai_0                 7
dlxtn_1                 32
nor2_1                  81
nor3b_1                  8
o22ai_1                 25
a21oi_1                 22
a21boi_0                29
nand3_1                  7
a31oi_1                 20
nor4_2                   6
conb_1                  33
a2bb2oi_1                9
nand2b_1                14
a32o_1                   7
mux2_2                   9
a222oi_1                16
o21a_1                   5
==> per-stage QoR <==
| step | instance area (um^2) | util, % | instances | setup WS [ns] |
|---|---|---|---|---|
| after floorplan | 6420 | - | 869 | 3.32 |
| after global placement | 8830 | 25.4 | 1451 | 1.07 |
| after detailed placement | 8830 | 25.4 | 1451 | 1.09 |
| after CTS | 9020 | 26.0 | 1459 | 1.09 |
| after global routing | 9030 | 26.0 | 1460 | 0.790 |
| final | 9030 | 26.0 | 1462 | 0.986 |
==> metal layers <==
metal / GRT usage, % / up-vias
li1: - / 3446
met1: 22.6 / 3518
met2: 23.9 / 490
met3: 5.65 / 58
met4: 3.99 / 12
met5: 0 / -
==> power groups by stage <==
stage / clock [mW] / combinational [mW] / sequential, mW
after CTS: 0.275 / 0.401 / 0.234
after global routing: 0.281 / 0.431 / 0.236
final: 0.269 / 0.402 / 0.234
Power is estimated from default activity; no workload was simulated.
