[./constraint.sdc]
current_design FSM

set clk_period 49.7
set clk_io_pct 0.2

create_clock -name clk0 -period $clk_period [get_ports {clk}]

set non_clock_inputs [all_inputs -no_clocks]
set_input_delay [expr $clk_period * $clk_io_pct] -clock clk0 $non_clock_inputs
set_output_delay [expr $clk_period * $clk_io_pct] -clock clk0 [all_outputs]
[./config.mk]
export PLATFORM = sky130hd
export DESIGN_NAME = FSM
export DESIGN_NICKNAME = FSM
export VERILOG_FILES = /design/flow/design.v
export SDC_FILE = /design/flow/constraint.sdc
export NUM_CORES = 4
export LEC_CHECK = 1
export CORE_UTILIZATION = 50
[./run.sh]
#!/bin/bash
# OpenROAD 26Q1-2900-gdf79404cd8, Yosys 0.63+post, stock flow scripts
make -C /OpenROAD-flow-scripts/flow DESIGN_CONFIG=/design/flow/config.mk WORK_HOME=/design/flow/orfs finish
[./design.v]
module FSM
    #(parameter WIDTH = 1024,
      parameter INDEX = 10)
    (input clk,
    input reset,
    input stall,
    input [INDEX - 1:0] pred_sel,
    input [INDEX - 1:0] update_sel,
    input update,
    input up_down,
    output reg pred);
    integer i;
    reg                 A [WIDTH - 1:0];
    reg                 B [WIDTH - 1:0];
    always @(posedge clk or negedge reset) begin
        if(!reset) begin
            for(i = 0; i < WIDTH; i = i + 1) begin
                A[i] = 0;
                B[i] = 0;
            end
        end
        else if(!stall) begin
            if (update) begin
                A[update_sel] <= (A[update_sel] & B[update_sel]) | (A[update_sel] & up_down) | (B[update_sel] & up_down);
                B[update_sel] <= (A[update_sel] & ~B[update_sel]) | (A[update_sel] & up_down) | (~B[update_sel] & up_down);
            end
        end
    end
    always @ * begin
        pred = A[pred_sel];
    end
endmodule
==> run notes <==
run metrics: outcome=aborted with a tool error, Post-synth top cells=nand2_1 (2704), dfrtp_1 (2048), o21ai_0 (1906), clkbuf_1 (988), a22oi_1 (698), GR Overflow Total=39100, Distinct cells, synth=93, Synth top cell by count=nand2_1, Row Count=174, Max clock buf depth=3, Main synth FF type=dfrtp_1, Synth area leaders=dfrtp_1 (45%), nand2_1 (8.9%), o21ai_0 (8.4%), Gate Count Post-Synth=13500, Die Y=479 µm, Num CTS Buffers=211, Synth Cell Area=114000 µm², post-CTS resize count=0, MUX share of area=1.76%, sequential area share after synthesis=45.1%, largest net degree at the start of global routing=164, post-DP HPWL=882000 µm, Post-synth EDFFs=0, Synth Area per Inst=8.42 µm², # hold bufs at CTS=0, GRT Resource Usage Total=117%, failing step=5_1_grt, Main logic family=AND-OR/OR-AND gates, initial core utilization=50.4%, Ys Warns=3, xor/xnor share=0.0694%, clock sink count=2048, H-tree depth=4, GP Congestion=1.85, Post-Synth Adder-Cell Area=0.00881%, global-route wire length before repair=1700000 µm, number of global-route vias before repair=162000, post-CTS setup buffer count=0, Max-area cell share=45.1%, chip area in the Yosys report=114000 µm², simple share=20.6%, Post-synth regs=2048, aoi share=27.6%, number of cells in Yosys stat=13500, die x size=479 µm, count of input and output buffers=25, io pins=26, asr flop ratio synth=100%, cell accounting for the most synthesized area=dfrtp_1, Tool Error=[ERROR GRT-0116] Global routing finished with congestion. Check the congestion regions in the DRC Viewer., Root Buffer=clkbuf_16
==> through the flow <==
step	total power [W]	setup WS [ns]	hold slack (ns)	instance area (µm²)	cells
floorplan	0.00187	26.71	0.442	114000	13500
global placement	0.00212	24.37	0.452	123000	16300
detailed placement	0.00212	24.40	0.467	123000	16300
CTS	0.00376	24.42	0.481	130000	16700
==> cell families after synthesis <==
| kind of cell | Yosys count |
|---|---|
| AOI/OAI and AO/OA | 4842 |
| and+or+nand+nor | 5050 |
| DFF | 2048 |
| adders and majority gates | 1 |
| xor gates and xnor gates | 9 |
| buffers and inverters | 1359 |
| muxes | 181 |
==> per-layer routing <==
layer / GRT usage, % / overflow
met1: 116 / 9499
met2: 136 / 19900
met3: 106 / 5107
met4: 101 / 4037
met5: 97.6 / 584
Power figures rest on the tool's default switching activity, not on a simulated workload.
